===== design.v =====
module buf_96x32 (
    input clk,
    input rst,
    input wen,
    input [4:0] raddr,
    input [4:0] waddr,
    input [95:0] din,
    output reg [95:0] dout
);
reg [95:0] data [0:31];
always @(*) begin
    dout = data[raddr];
end
integer i;
always@(posedge clk) begin
    if(rst) begin
        for(i=0; i<32; i=i+1) data[i] <= 0;
    end
    else begin
        if(wen) data[waddr] <= din;
    end
end
endmodule

===== run.sh =====
#!/bin/bash
# OpenROAD 26Q1-2900-gdf79404cd8, Yosys 0.63+post, stock flow scripts
make -C /OpenROAD-flow-scripts/flow DESIGN_CONFIG=/design/flow/config.mk WORK_HOME=/design/flow/orfs finish

===== config.mk =====
export PLATFORM = sky130hd
export DESIGN_NAME = buf_96x32
export DESIGN_NICKNAME = buf_96x32
export VERILOG_FILES = /design/flow/design.v
export SDC_FILE = /design/flow/constraint.sdc
export NUM_CORES = 4
export LEC_CHECK = 1
export CORE_UTILIZATION = 40

===== constraint.sdc =====
current_design buf_96x32

set clk_period 30.9
set clk_io_pct 0.2

create_clock -name clk0 -period $clk_period [get_ports {clk}]

set non_clock_inputs [all_inputs -no_clocks]
set_input_delay [expr $clk_period * $clk_io_pct] -clock clk0 $non_clock_inputs
set_output_delay [expr $clk_period * $clk_io_pct] -clock clk0 [all_outputs]

==> commit_impl_results.txt <==
Refresh implementation metrics

- Post-synthesis, Yosys gives the total cell area as 137000 um2.
* Crit. End Element: output port
- Share of layout cells above drive strength 1: between 10% and 20%
- After synthesis, the share of cell area in mux cells is 12.6%.
- Summing the areas of all fa, ha and maj instances in the mapped netlist gives 0% of the synthesized area.
- Run status: finished clean
* Effective utilization at floorplan: roughly 40%
- Number of antenna violations at the first check in global routing: 53
- In the synthesized netlist the async set-or-reset flop fraction comes to 0%.
- The clock passes through at most 4 buffers.
- Across the run, the number of max-cap violations was 0.
- Area added between synthesis and finish: 12.6%
- Post-route clock period utilization: 58.5%
- Per STA, the library cell used most along the worst path is buf_4.
- Sequential area share after synthesis: 67.5%
- Number of optimization iterations in the first detailed-route pass: 24
- Crit-path cells: buf_8 > buf_4 > buf_4 > buf_12 > buf_4 > buf_4 > mux4_2 > o22ai_1 > nor4_1 > buf_4 > clkdlybuf4s50_1
- Post-CTS timing repair inserted 0 buffers for setup.
* Post-synthesis average cell area: between 15 and 20 um2
- Max VDD drop: 0.0538 mV
* Drc violations: 0
* WS Path Type: in2out
- Per the timing report, the achievable frequency comes out to 55.3 MHz.
- Top flip-flop cell by instance count after synthesis: edfxtp_1
* Hold_buf cts: 0
- Transition time at the pin with the least slew margin: 1190 ps
- Setup repair after global routing left no endpoint under its margin.
- For the final routed database, the setup TNS stands at 0 ps.
- Part of the total power dissipated in sequential elements: around 52%
- The count of buffers added on input and output ports is 204.
* Deepest level of the CTS H-tree: 5
* Final tally of hold violations: 0
- The slowest stage of the critical path is the nor4_1 cell.
- The first global-routing pass estimated 641000 um of wire.
- Pin count of the biggest net entering global routing: around 73
- Die H: 587 um
- After technology mapping, the gate count stands at 8560.
- The slew check shows that the tightest pin keeps a relative margin of 19.7%.
- Hold timing on the final database bottoms out at a slack of 6230 ps.
- Buffers inserted during clock tree synthesis total between 300 and 400.
- Leakage component of the power: 52.5 nW
- Area of all placed cells without fillers: 154000 um2
- The initialized floorplan defines approximately 210 standard-cell rows.
- PwrDens: 60.3 nW/um2
* Complex-gate fraction of the synthesized area: under 10%
- Along the worst path, the maximum fanout reaches around 65.
* Largest reg by FF count: data
* Final wirelength: 462000 um
* Cell count listed in synth_stat.txt: 8560
- Detailed placement ended at an HPWL of 253000 um.
- In this run the remaining antenna-violating nets after routing total 0.
- Number of global-route vias before repair: 83000
* Worst Hold Class: in2reg
- For reference, simple AND, OR, NAND and NOR cells occupy 15.2% of the area reported after synthesis.
* Number of vias per cell: approximately 5.7
- The power report attributes to the combinational group a share of under 10%.
- Buf+Inv Stages, Crit Path: 8
* Master cell of the clock root buffer: clkbuf_16
- Cell area after synthesis: 137000 um2
* Number of cells upsized or downsized after cts: 0
- Die boundary width: 587 um
* Setup crit start kind: primary input
- RePlAce ended its routability-driven mode at a weighted congestion of between 0.8 and 0.9.
- TritonCTS built the clock tree.
* Chip Area: 344000 um2
- The cell family contributing the most delay on the critical path is buffers and inverters.
* Req. time, crit path: 24720 ps
- Min Tclk post-route: around 18000 ps
* Largest family of logic cells by area: simple AND/OR/NAND/NOR gates
- Initial DRC count: ~4900
- Number of warning messages in the yosys log: 1
- Data arrival time of the worst path: 11890 ps
* Std-Cell Core Area: about 340000 um2
* Via count: 76700
* Final setup viols: 0
* Aggregate global routing overflow: 0
- The global routing report lists combined usage of all routing layers as 29.4%.
- Switching pwr: around 0.0021 W
* Top Ports: a little over 200
* Clock transition time at the flip-flop clock pins of the worst setup and hold paths: 60 ps
* Biggest regs: data: 3072 flops
* Cell internal power dissipation: 0.00717 W
- Warning total across the stage logs: 26
* Delay of the slowest cell on the worst path: 1020 ps
- Average routed wire per standard cell: 34.5 um
- Once routing completed, OpenROAD measured the worst setup slack at 12830 ps.
* Proportion of total power due to net switching: 22.9%
- Netlist cell types: 37
* Post-synthesis xor/xnor area fraction: 0%
* Worst setup slack after placement: 12700 ps
- In this run, synthesis inferred a little over 3000 flip-flops with an integrated enable.
* Slew Limit Fails: 0
- The register with the most flip-flops in the layout has 3072 of them.
- Fraction of power consumed by the clock network: about 40%
* Number of storage elements in the synthesis netlist: 3072
* Instance area after placement: 144000 um2
* Clk sinks: 3072
[synth_stat cells (14+ instances only)]
master    count  area share [%]
clkbuf_1    640             1.8
a22oi_1      86            0.47
mux4_2      690              11
nand2_1      20           0.055
nor4_1       78            0.36
or2_2        32            0.15
buf_2       147            0.54
buf_4        71            0.39
and2_1     3078              14
mux2i_1     162             1.2
nor2_1       14           0.038
nand3_1      34            0.12
nor2_2       21           0.096
nand4_1      16           0.073
buf_1        16           0.044
o22ai_1     316             1.4
edfxtp_1   3072              67
[cell type report]
class / count / area (um2)
fillers: 28400 / 186000
flip-flops and latches: 3072 / 92200
multi-input cells: 4609 / 41100
clock buffers: 393 / 8490
well taps: 4536 / 5680
repair buffers: 575 / 5110
clock inverters: 167 / 1280
diodes: 41 / 103
[cells in the final DEF (no fill, tap or decap), types with 59 or more instances in the layout]
cell | Yosys | routed
and2_1 | 3078 | 3078
clkbuf_16 | 0 | 330
clkdlybuf4s50_1 | 0 | 200
o22ai_1 | 316 | 316
mux4_2 | 690 | 690
clkinv_1 | 0 | 74
a22oi_1 | 86 | 86
edfxtp_1 | 3072 | 3072
clkbuf_1 | 640 | 63
mux2i_1 | 162 | 162
clkinv_2 | 0 | 59
buf_4 | 71 | 349
nor4_1 | 78 | 74
[per-stage QoR]
| step | util (%) | cells | power [W] |
|---|---|---|---|
| final | 45.3 | 13400 | 0.00929 |
| after global routing | 45.3 | 13400 | 0.00953 |
| after CTS | 45.3 | 13400 | 0.00933 |
| after detailed placement | 42.4 | 12800 | 0.00567 |
| after global placement | 42.4 | 12800 | 0.00565 |
| after floorplan | - | 8560 | 0.00531 |
[path summary, 6_finish.rpt]
check                start                    endpoint  slack, ps  depth (start not counted)
setup / recovery  raddr[0]                    dout[49]      12830                         11
hold / removal     din[13]  data[27][13]$_SDFFCE_PN0P_       6230                          3
[tightest hold or removal path: cells and delay by family]
kind | cells | cell delay, ps
buf+inv | 2 | 610
simple gates | 1 | 160
[logic make-up after synthesis]
group,count (synthesis)
and+or+nand+nor,3332
DFF,3072
buffers and inverters,879
muxes,852
AOI/OAI and AO/OA,425
[power by group through the flow]
stage	clock, W	combinational [W]	sequential (W)
global route	0.00389	0.000761	0.00488
finish	0.00371	0.000726	0.00486
CTS	0.00374	0.000725	0.00486
[routing by layer]
layer | wire [um] | global-route usage, % | vias up
met3 | 91200 | 25.3 | 1085
li1 | - | - | 31800
met1 | 134000 | 30.6 | 37300
met5 | 1370 | 3.42 | -
met4 | 21100 | 10.6 | 62
met2 | 214000 | 42.7 | 6444
Power figures rest on the tool's default switching activity, not on a simulated workload.
