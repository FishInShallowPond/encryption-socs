[./design.v]
module twiddle_factor(
    input clk,
    input [6:0] addr,
    output [23:0] dout
);
reg [11:0] data [0:127];
assign dout = {data[addr + 1], data[addr]};
initial begin
    data[0] <= 12'h001;
    data[1] <= 12'h6c1;
    data[2] <= 12'ha14;
    data[3] <= 12'hcd9;
    data[4] <= 12'ha52;
    data[5] <= 12'h276;
    data[6] <= 12'h769;
    data[7] <= 12'h350;
    data[8] <= 12'h426;
    data[9] <= 12'h77f;
    data[10] <= 12'h0c1;
    data[11] <= 12'h31d;
    data[12] <= 12'hae2;
    data[13] <= 12'hcbc;
    data[14] <= 12'h239;
    data[15] <= 12'h6d2;
    data[16] <= 12'h128;
    data[17] <= 12'h98f;
    data[18] <= 12'h53b;
    data[19] <= 12'h5c4;
    data[20] <= 12'hbe6;
    data[21] <= 12'h038;
    data[22] <= 12'h8c0;
    data[23] <= 12'h535;
    data[24] <= 12'h592;
    data[25] <= 12'h82e;
    data[26] <= 12'h217;
    data[27] <= 12'hb42;
    data[28] <= 12'h959;
    data[29] <= 12'hb3f;
    data[30] <= 12'h7b6;
    data[31] <= 12'h335;
    data[32] <= 12'h121;
    data[33] <= 12'h14b;
    data[34] <= 12'hcb5;
    data[35] <= 12'h6dc;
    data[36] <= 12'h4ad;
    data[37] <= 12'h900;
    data[38] <= 12'h8e5;
    data[39] <= 12'h807;
    data[40] <= 12'h28a;
    data[41] <= 12'h7b9;
    data[42] <= 12'h9d1;
    data[43] <= 12'h278;
    data[44] <= 12'hb31;
    data[45] <= 12'h021;
    data[46] <= 12'h528;
    data[47] <= 12'h77b;
    data[48] <= 12'h90f;
    data[49] <= 12'h59b;
    data[50] <= 12'h327;
    data[51] <= 12'h1c4;
    data[52] <= 12'h59e;
    data[53] <= 12'hb34;
    data[54] <= 12'h5fe;
    data[55] <= 12'h962;
    data[56] <= 12'ha57;
    data[57] <= 12'ha39;
    data[58] <= 12'h5c9;
    data[59] <= 12'h288;
    data[60] <= 12'h9aa;
    data[61] <= 12'hc26;
    data[62] <= 12'h4cb;
    data[63] <= 12'h38e;
    data[64] <= 12'h011;
    data[65] <= 12'hac9;
    data[66] <= 12'h247;
    data[67] <= 12'ha59;
    data[68] <= 12'h665;
    data[69] <= 12'h2d3;
    data[70] <= 12'h8f0;
    data[71] <= 12'h44c;
    data[72] <= 12'h581;
    data[73] <= 12'ha66;
    data[74] <= 12'hcd1;
    data[75] <= 12'h0e9;
    data[76] <= 12'h2f4;
    data[77] <= 12'h86c;
    data[78] <= 12'hbc7;
    data[79] <= 12'hbea;
    data[80] <= 12'h6a7;
    data[81] <= 12'h673;
    data[82] <= 12'hae5;
    data[83] <= 12'h6fd;
    data[84] <= 12'h737;
    data[85] <= 12'h3b8;
    data[86] <= 12'h5b5;
    data[87] <= 12'ha7f;
    data[88] <= 12'h3ab;
    data[89] <= 12'h904;
    data[90] <= 12'h985;
    data[91] <= 12'h954;
    data[92] <= 12'h2dd;
    data[93] <= 12'h921;
    data[94] <= 12'h10c;
    data[95] <= 12'h281;
    data[96] <= 12'h630;
    data[97] <= 12'h8fa;
    data[98] <= 12'h7f5;
    data[99] <= 12'hc94;
    data[100] <= 12'h177;
    data[101] <= 12'h9f5;
    data[102] <= 12'h82a;
    data[103] <= 12'h66d;
    data[104] <= 12'h427;
    data[105] <= 12'h13f;
    data[106] <= 12'had5;
    data[107] <= 12'h2f5;
    data[108] <= 12'h833;
    data[109] <= 12'h231;
    data[110] <= 12'h9a2;
    data[111] <= 12'ha22;
    data[112] <= 12'haf4;
    data[113] <= 12'h444;
    data[114] <= 12'h193;
    data[115] <= 12'h402;
    data[116] <= 12'h477;
    data[117] <= 12'h866;
    data[118] <= 12'had7;
    data[119] <= 12'h376;
    data[120] <= 12'h6ba;
    data[121] <= 12'h4bc;
    data[122] <= 12'h752;
    data[123] <= 12'h405;
    data[124] <= 12'h83e;
    data[125] <= 12'hb77;
    data[126] <= 12'h375;
    data[127] <= 12'h86a;
end
endmodule
[./run.sh]
#!/bin/bash
# OpenROAD 26Q1-2900-gdf79404cd8, Yosys 0.63+post, stock flow scripts
make -C /OpenROAD-flow-scripts/flow DESIGN_CONFIG=/design/flow/config.mk WORK_HOME=/design/flow/orfs finish
[./config.mk]
export PLATFORM = sky130hd
export DESIGN_NAME = twiddle_factor
export DESIGN_NICKNAME = twiddle_factor
export VERILOG_FILES = /design/flow/design.v
export SDC_FILE = /design/flow/constraint.sdc
export NUM_CORES = 4
export LEC_CHECK = 1
export CORE_UTILIZATION = 50
[./constraint.sdc]
current_design twiddle_factor

set clk_period 13.1
set clk_io_pct 0.2

create_clock -name clk0 -period $clk_period

set non_clock_inputs [all_inputs -no_clocks]
set_input_delay [expr $clk_period * $clk_io_pct] -clock clk0 $non_clock_inputs
set_output_delay [expr $clk_period * $clk_io_pct] -clock clk0 [all_outputs]
==> results.py <==
# Metrics from the implementation run
metrics = {
    "power": {
        "power_uw": 278.2,
        "power-per-cell-area_mw_per_mm2": 51.78,
        "peakVddDrop_mv": 0.04073,
        "leakagePower_uw": 0.001824,
    },
    "finish": {
        "layout_top_cell": "o21ai_0",
        "ff_count": 0,
        "drive_gt1_share_pct": 5.542,
        "fin_area_mm2": 0.005371,
        "clock_buffers": 0,
        "stdcell_count": 981,
        "lay_top_cells": "o21ai_0 (124), nand2_1 (120), a21oi_1 (118), nor2_1 (82), nand3_1 (35)",
        "flop_area_um2": 0,
        "area_growth_syn_to_layout_pct": 3.098,
    },
    "floorplanning": {
        "io_pins": 32,
        "rows": 36,
        "die_area_mm2": 0.01083,
        "die_h_um": 104.1,
        "chipWidth_um": 104.1,
        "fp_util_pct": 52.34,
        "core_mm2": 0.009955,
    },
    "final_timing": {
        "tightest_slew_ns": 0.9425,
        "hold_viol": 0,
        "slew_headroom_pct": 37.16,
        "finalCritPeriodShare_pct": 75.13,
        "final.setup.tns_ns": 0,
        "hold_ws_ns": 6.277,
        "drv_slew": 0,
        "fmax_mhz": 101.6,
        "setup_viol": 0,
        "period_minus_slack_ns": 9.842,
        "rsz0062_at_grt": "false",
    },
    "critical_path": {
        "cp_max_fo": 54,
        "critPathKind": "input pin to primary output",
        "cp.required_ns": 10.48,
        "cp_data_arrival_time_ns": 7.22,
        "cp-start-kind": "input pin",
        "end_kind": "primary output",
    },
    "clocking": {
        "cts_hold_buf": 0,
        "ctsResizeCount": 0,
        "post-cts-setup-buffers": 0,
    },
    "routing": {
        "wirelength_um": 24740,
        "post_drt_wl_per_cell_um": 25.22,
        "ant_nets": 0,
        "drt_first_pass_iters": 12,
        "n_antenna_cell": 0,
        "post-route-drc-count": 0,
        "drtIter0Drc": 1424,
        "viasPerCell": 7.685,
        "num_vias": 7539,
    },
    "yosys": {
        "synth_stat.cells": 909,
        "synth_warnings": 1,
        "synth_cells": 909,
        "yosys_area_mm2": 0.005210,
        "synth_cell_types": 64,
        "topCellsByArea": "o21ai_0 (12%), a21oi_1 (11%), nand2_1 (8.6%)",
        "netlist_area_mm2": 0.005210,
        "syn_avg_cell_area_um2": 5.732,
        "logic_family": "AND-OR/OR-AND gates",
        "yosysSeqAreaShare_pct": 0,
        "ys_sh_simple_pct": 25.65,
        "ys_sh_adder_pct": 4.083,
        "top_area_cell": "o21ai_0",
        "top_cell_area_share_pct": 11.91,
        "aoi_share_pct": 52.02,
        "xor_area_share_pct": 3.290,
        "ys_sh_mux_pct": 4.083,
    },
    "status": {
        "status": "finished clean",
    },
    "worst_hold_path": {
        "hp-class": "input pin to primary output",
    },
    "grt": {
        "grt_overflow": 0,
        "grt_pass1_vias": 6687,
        "grt_pass1_wl_um": 38030,
        "track_usage_pct": 44.74,
        "grt_max_degree": 79,
        "antenna_found_initial": 1,
    },
    "placement": {
        "dp_cells": 981,
        "portBuffers": 31,
        "gp_congestion": 1.061,
        "place_area_mm2": 0.005371,
        "dp_hpwl_um": 15980,
    },
    "run": {
        "log.warning_count": 47,
        "cap_violations": 0,
    },
}
## synth_stat cells (7+ instances only)
library cell and number:
a311oi_1 12, o221ai_1 8, o21ai_0 124, a21oi_1 118
clkbuf_1 67, ha_1 17, nand3_1 35, a2111oi_0 8
buf_4 8, nor2b_1 11, buf_1 9, nor3_1 30
a221oi_1 9, nand2_1 120, a31oi_1 27, nor2_1 82
o211ai_1 19, inv_1 12, o22ai_1 7, nand2b_1 8
o311ai_0 15, o32ai_1 7, a211oi_1 21, mux2i_1 10
buf_2 30
## cell families (layout without fill, tap and decap cells)
family,after synthesis,count (layout)
AND-OR/OR-AND,429,429
XOR/XNOR,11,11
adder cells (fa/ha/maj),17,17
buffers and inverters,131,70
multiplexers,16,16
AND/OR/NAND/NOR,305,305
## per-layer routing
metal / track usage (%) / wire length (um)
met5: 0 / 11
met4: 15.71 / 1272
met3: 25.02 / 4971
met2: 57.48 / 9210
met1: 61.67 / 9276
## power by group
part	internal (uW)	leakage (uW)	total, uW	switching (uW)
registers	0	0	0	0
logic	98.2	0.00182	278	180
clock network	0	0	0	0
total	98.2	0.00182	278	180
## path summary, 6_finish.rpt
check             startpoint  endpoint  slack, ns  cells after the start
setup / recovery     addr[0]  dout[15]       3.26                     16
hold / removal       addr[3]   dout[0]       6.28                      4
## cell type report
cell class / instances / area (um2)
Multi-Input combinational cell: 778 / 4679
Timing Repair Buffer: 54 / 465.4
Fill cell: 1061 / 4583
Inverter: 16 / 60.06
Tap cell: 133 / 166.4
## worst max-delay path, cell delays in order
cell and delay (ns):
buf_2 0.07, buf_4 0.47, ha_1 0.24, buf_4 0.30, inv_1 0.23, ha_2 0.68
buf_4 0.54, inv_1 0.08, buf_4 0.27, nand2_1 0.17, a21oi_1 0.09, a2111oi_0 0.38
a21oi_1 0.10, o21ai_0 0.30, o32ai_1 0.15, clkdlybuf4s50_1 0.43
## per-stage QoR
stage / worst slack (ns) / utilization, %
floorplan: 5.346 / -
global placement: 3.511 / 53.96
detailed placement: 3.503 / 53.96
CTS: 3.496 / 53.96
global route: 3.098 / 53.96
finish: 3.258 / 53.96
Power figures rest on the tool's default switching activity, not on a simulated workload.
