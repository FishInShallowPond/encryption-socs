File: design.v
module addr_generator (
    input clk,
    input rst,
    input [1:0] mode,
    input [7:0] cycle_cnt,
    input [2:0] stage,
    output reg [6:0] coef_addr,
    output reg [4:0] raddr,
    output reg [4:0] waddr
);
reg [4:0] stage_offset;
reg [4:0] raddr_offset;
reg [6:0] coef_addr_offset;
reg [6:0] coef_addr_cnt;
wire [7:0] cycle_cnt_sub_2;
assign cycle_cnt_sub_2 = cycle_cnt - 2;
reg [4:0] waddr_shift_reg [5:0];
always @(*) begin
    case(mode)
    2'd0: begin
        case(stage)
        3'd0: stage_offset = 5'd16;
        3'd1: stage_offset = 5'd8;
        3'd2: stage_offset = 5'd4;
        3'd3: stage_offset = 5'd2;
        default: stage_offset = 5'd1;
        endcase
    end
    2'd1: begin
        case(stage)
        3'd5: stage_offset = 5'd16;
        3'd4: stage_offset = 5'd8;
        3'd3: stage_offset = 5'd4;
        3'd2: stage_offset = 5'd2;
        default: stage_offset = 5'd1;
        endcase
    end
    default: begin  
        stage_offset = 5'd0;
    end
    endcase
end
always @(*) begin
    case(mode)
    2'd0: begin
        coef_addr_offset = 7'd1 << stage;
        coef_addr_cnt = stage == 3'd6 ? {cycle_cnt[4:0], 1'b0} : (cycle_cnt[4:0] >> (3'd5-stage));
    end
    2'd1: begin
        coef_addr_offset = 7'd1 << (3'd7 - stage);
        coef_addr_cnt = stage == 3'd0 ? {cycle_cnt[4:0], 1'b0} + 6'd2 :
                        stage == 3'd1 || stage == 3'd6 ? (cycle_cnt[4:0] >> (stage-1)) + 6'd1 :
                        { (cycle_cnt[4:0] >> (stage)), 1'b0 } + (cycle_cnt[0] ? 6'd2 : 6'd1);
    end
    2'd2: begin
        coef_addr_offset = 7'd64;
        coef_addr_cnt = { cycle_cnt_sub_2[7:2], 1'b0 };
    end
    2'd3: begin
        coef_addr_offset = 7'd0;
        coef_addr_cnt = 7'd0;
    end
    endcase
end
always @(*) begin
    case(mode)
    2'd0: begin
        case(stage)
        3'd0: raddr_offset = 5'd0;
        3'd1: raddr_offset = { 1'b0, cycle_cnt[4], 3'b0 } ;  
        3'd2: raddr_offset = { 1'b0, cycle_cnt[4:3], 2'b0 } ;  
        3'd3: raddr_offset = { 1'b0, cycle_cnt[4:2], 1'b0 } ;  
        default: raddr_offset = { 1'd0, cycle_cnt[4:1] };
        endcase
    end
    2'd1: begin
        case(stage)
        3'd5: raddr_offset = 5'd0;
        3'd4: raddr_offset = { 1'b0, cycle_cnt[4], 3'b0 } ;  
        3'd3: raddr_offset = { 1'b0, cycle_cnt[4:3], 2'b0 } ;  
        3'd2: raddr_offset = { 1'b0, cycle_cnt[4:2], 1'b0 } ;  
        default: raddr_offset = { 1'd0, cycle_cnt[4:1] };
        endcase        
    end
    2'd2: begin
        raddr_offset = cycle_cnt[7:2];
    end
    2'd3: begin
        raddr_offset = cycle_cnt[6:1];
    end
    endcase
end
always @(*) begin
    case(mode)
    2'd0, 
    2'd1: begin
        raddr = raddr_offset + cycle_cnt[4:1] + (cycle_cnt[0] ? stage_offset : 5'd0);
    end
    default: begin  
        raddr = raddr_offset;
    end
    endcase
end
always @(*) begin
    case(mode)
    2'd0: begin
       coef_addr = coef_addr_offset + coef_addr_cnt;
    end
    2'd1: begin
       coef_addr = coef_addr_offset - coef_addr_cnt;
    end
    2'd2: begin
        coef_addr = coef_addr_offset + coef_addr_cnt;
    end
    2'd3: begin
        coef_addr = 0;
    end
    endcase
end
integer i;
always @(posedge clk or posedge rst) begin
    if(rst) begin
        for(i=0; i<6; i=i+1) waddr_shift_reg[i] <= 0;
    end
    else begin
        case(mode)
        2'd0, 
        2'd1: begin
        waddr_shift_reg[0] <= raddr;
        for(i=1; i<6; i=i+1) waddr_shift_reg[i] <= waddr_shift_reg[i-1];
        end
        endcase
    end
end
always @(*) begin
    case(mode)
    2'd0, 
    2'd1: begin
       waddr = waddr_shift_reg[5];
    end
    2'd2: begin
       waddr = cycle_cnt[7:2] - 3;
    end
    2'd3: begin
       waddr = cycle_cnt[7:1] - 2;
    end
    endcase
end
endmodule
File: config.mk
export PLATFORM = sky130hd
export DESIGN_NAME = addr_generator
export DESIGN_NICKNAME = addr_generator
export VERILOG_FILES = /design/flow/design.v
export SDC_FILE = /design/flow/constraint.sdc
export NUM_CORES = 4
export LEC_CHECK = 1
export CORE_UTILIZATION = 40
File: constraint.sdc
current_design addr_generator

set clk_period 7.6
set clk_io_pct 0.2

create_clock -name clk0 -period $clk_period [get_ports {clk}]

set non_clock_inputs [all_inputs -no_clocks]
set_input_delay [expr $clk_period * $clk_io_pct] -clock clk0 $non_clock_inputs
set_output_delay [expr $clk_period * $clk_io_pct] -clock clk0 [all_outputs]
File: run.sh
#!/bin/bash
# OpenROAD 26Q1-2900-gdf79404cd8, Yosys 0.63+post, stock flow scripts
make -C /OpenROAD-flow-scripts/flow DESIGN_CONFIG=/design/flow/config.mk WORK_HOME=/design/flow/orfs finish
==> summary.txt <==
Outcome = finished clean
Clock transition at the registers of the reported paths = 50 ps
Hold_buf cts = 0
Tool warnings = 35
CTS tree = built
Dpl ws = -97.7 ps
Period utilization = 95.7%
Register area share after synthesis = 20.1%
Type of origin of the critical path = input pin
# diodes = 0
Synth Instances = 456
Design area = 0.00456 mm2
Slew Limit Fails = 0
DP HPWL = 7290 um
Largest net degree at the start of global routing = 60
CP Class = in2out
R2r worst-path depth = 1
Via density per instance = 5.74
Static Leak = 2.08 nW
Adder Area Share = 12.6%
Initial DRC Count = 262
YS warnings = 2
Count of library flops with an enable pin = 0
Most common reg cell = dfrtp_1
Tot GR Track Use = 21.3%
Simple logic cell fraction of the synthesized area = 19.4%
Drt first pass iters = 5
Worst slew margin = 57.9%
Worst hold path depth = 2
Core area = 0.00889 mm2
Final setup violation count = 0
# Cells Yosys = 456
First-pass GRT wire length = 16400 um
Final Critical Period = 7270 ps
Num rows = 34
Worst IR Drop VDD = 0.000161 V
Max-cap viol count = 0
Routed len/inst = 15.8 um
Initial antenna violation count = 0
CTS root buf = clkbuf_8
Yosys cell types = 73
Main logic family = AND-OR/OR-AND gates
Synth Cell Area = 0.00373 mm2
DRT Wirelength = 9770 um
Clock skew = 6.11 ps
Die x size = 98.6 um
Total die size = 0.00972 mm2
Die Height = 98.6 um
Mux frac, synth = 13.6%
GPL Wtd Cong = 0.945
Max Clock Freq = 137 MHz
Final Hold Vio Count = 0
Actual slew at the worst max-slew pin = 632 ps
ANT nets after route = 0
Xor/xnor share = 4.43%
Area after DPL = 0.00434 mm2
Vias = 3555
IO Count = 32
Fraction of registers with async set/reset = 100%
Most frequent logic cell in the layout = nand2_1
Setup ws final = 327 ps
Crit path DAT = 5750 ps
Synthesized area per cell = 8.18 um2
YS chip area = 0.00373 mm2
Aoi share = 22.7%
Crit Path Max Fanout = 6
H-tree level count = 2
CTS Buf Count = 5
Largest register FFs = 30
Area Growth Syn to Fin = 22.1%
Vias in the first global route = 3305
Share of layout cells above drive strength 1 = 23.1%
Fillers = 819
Ys flops = 30
Sink Count = 30
RSZ-0062 raised after global routing = false
GR Overflow Total = 0
Clk latency of the worst-skew pair = 280 ps
Pwr dens = 150 mW/mm2
Most frequently placed logic cells in the final layout = nand2_1 (52), buf_4 (45), a21oi_1 (36)
Buffers on Ports = 31
Clk buf depth = 2
Setup crit end kind = output pin
Init Core Util = 42.0%
Hold/Removal Path Class = reg2reg
DRC Markers = 0
Crit path DRT = 6080 ps
## per-stage QoR
stage / util, % / instances / hold slack [ps] / total power [W] / TNS (ps)
6_report: 51.2 / 619 / 468 / 0.000681 / 0
5_1_grt: 51.2 / 619 / 506 / 0.000739 / 0
4_1_cts: 50.3 / 615 / 475 / 0.000681 / 0
3_5_place_dp: 48.8 / 607 / 464 / 0.000546 / -97.7
3_3_place_gp: 48.8 / 607 / 461 / 0.000542 / -59.4
2_1_floorplan: - / 456 / 442 / 0.000432 / 0
## where the power goes
| group | total (W) | internal (W) | switching [W] |
|---|---|---|---|
| sequential | 0.000238 | 0.000214 | 0.0000243 |
| clock | 0.000126 | 0.0000728 | 0.0000536 |
| combinational | 0.000316 | 0.000175 | 0.000142 |
| total | 0.000681 | 0.000461 | 0.000220 |
## repair_timing
item                                    4_1_cts  5_1_grt
pin swaps                                     4       11
hold endpoints to repair                      0        0
endpoints found under the setup margin        1        3
resized                                      10       21
buffers inserted                              0        4
## Yosys cell counts (all sizes together), types with 4 or more instances
library cell	number	area [um2]
o211ai	4	30.0
nor3	9	45.0
dfrtp	30	751
and2	4	25.0
inv	24	90.1
xnor2	11	104
a21oi	37	189
ha	28	350
mux2	32	360
a31oi	6	37.5
mux2i	10	100
xor2	7	61.3
nor2	32	123
nor2b	8	50.1
o22ai	6	37.5
o32ai	4	35.0
clkbuf	12	46.3
nand2b	9	56.3
a21o	8	60.1
buf	21	128
o21ai	17	85.1
fa	6	120
nand3	13	65.1
nand2	52	195
nand4	6	37.5
## worst max-delay path, cell delays in order
cell	delay, ps
clkbuf_2	110
buf_6	130
mux2_2	350
o211ai_1	260
o22ai_2	140
ha_1	280
mux2i_1	80
a221oi_2	270
a311o_1	170
inv_1	60
ha_1	200
nand2b_1	150
xnor2_1	150
ha_1	300
nor2b_2	170
o31ai_2	250
a21oi_1	120
xor2_1	160
buf_4	150
o32ai_2	240
mux2i_1	90
clkdlybuf4s50_1	410
## cell families after synthesis
kind of cell,Yosys count
fa+ha+maj,34
simple gates,149
xor+xnor,18
flops,30
compound gates,123
buf+inv,58
mux,44
## final cells by class
class / instances / area (um2) / share of cell area, %
Multi-Input combinational cell: 368 / 2790 / 61.1
Sequential cell: 30 / 751 / 16.5
Timing Repair Buffer: 80 / 697 / 15.3
Tap cell: 108 / 135 / 2.97
Inverter: 25 / 96.3 / 2.11
Clock buffer: 7 / 86.3 / 1.90
Clock inverter: 1 / 5.00 / 0.110
## final timing paths
check	start	endpoint	slack [ps]
worst max-delay path	stage[0]	coef_addr[6]	330
worst min-delay path	waddr_shift_reg[0][0]$_DFFE_PP0N_	waddr_shift_reg[0][0]$_DFFE_PP0N_	470
worst max register to register	waddr_shift_reg[1][1]$_DFFE_PP0N_	waddr_shift_reg[1][1]$_DFFE_PP0N_	6840
worst min register to register	waddr_shift_reg[0][0]$_DFFE_PP0N_	waddr_shift_reg[0][0]$_DFFE_PP0N_	470
max in group asynchronous	rst	waddr_shift_reg[1][2]$_DFFE_PP0N_	5710
min in group asynchronous	rst	waddr_shift_reg[3][4]$_DFFE_PP0N_	1620
## metal layers
metal  vias to the layer above  share of wire (%)  track usage (%)
li1                       1752                  -                -
met1                      1674                 50             33.9
met2                       110                 44             32.7
met3                        19                4.5             2.67
met4                         0                1.5             2.41
met5                         -                  0                0
Power figures rest on the tool's default switching activity, not on a simulated workload.
